==> /design/flow/design.v <==
`timescale 1ns / 1ps
module Multiplexer5(
	input [2:0] select,
	input [31:0] IN1,
	input [31:0] IN2,
	input [31:0] IN3,
	input [31:0] IN4,
	input [31:0] IN5,
	output [31:0] OUT
    );
	assign OUT =(select==3'b001)?IN1:
					(select==3'b010)?IN2:
					(select==3'b011)?IN3:
					(select==3'b100)?IN4:
					(select==3'b101)?IN5:32'b0;
endmodule
==> /design/flow/run.sh <==
#!/bin/bash
# OpenROAD 26Q1-2900-gdf79404cd8, Yosys 0.63+post, stock flow scripts
make -C /OpenROAD-flow-scripts/flow DESIGN_CONFIG=/design/flow/config.mk WORK_HOME=/design/flow/orfs finish
==> /design/flow/config.mk <==
export PLATFORM = sky130hd
export DESIGN_NAME = Multiplexer5
export DESIGN_NICKNAME = Multiplexer5
export VERILOG_FILES = /design/flow/design.v
export SDC_FILE = /design/flow/constraint.sdc
export NUM_CORES = 4
export LEC_CHECK = 1
export CORE_AREA = 10 10 84 84
export DIE_AREA = 0 0 94 94
==> /design/flow/constraint.sdc <==
current_design Multiplexer5

set clk_period 7.3
set clk_io_pct 0.2

create_clock -name clk0 -period $clk_period

set non_clock_inputs [all_inputs -no_clocks]
set_input_delay [expr $clk_period * $clk_io_pct] -clock clk0 $non_clock_inputs
set_output_delay [expr $clk_period * $clk_io_pct] -clock clk0 [all_outputs]
==> results.yml <==
# physical design summary
run_status:
  status: "finished clean"
setup_path:
  startpoint_type: "input pin"
  critPathMostFrequentCell: "buf_4"
  cpPeakStageDelay_ns: 0.72
  worstPathBufferInverterCount: 3
  crit_type: "input pin to primary output"
  cp_cell_sequence: "buf_4, buf_4, mux2_4, nand2_1, o221ai_2, clkdlybuf4s50_1"
  crit_arrival_ns: 3.67
  crit_start: "select[0]"
  cp_data_required_time_ns: 5.84
  slowest_stage: "buf_4"
  worst-path-max-fanout: 54
  critPathTopFamily: "buffers and inverters"
  endpoint_kind: "primary output"
layout:
  area.sequential_um2: 0
  layout-drive-gt1-share_pct: 19.6
  n_clock_buffer: 0
  seq_cell_count: 0
  areaGrowthSynthToFinish_pct: 109
routing:
  drtIter0Drc: 41
  firstDrtPassIters: 4
  drt-total-wl_mm: 8.07
  vias: 2051
  ant_nets: 0
  insertedDiodeCount: 0
  wl_per_cell_um: 18.7
  via_per_inst: 4.75
  drc: 0
power_and_ir_drop:
  p_per_area_mw_per_mm2: 58.2
  power.leakage_nw: 1.44
  internal_power_mw: 0.150
  power_frac_clock_pct: 0
  ir_drop_uv: 32.3
  p_switching_mw: 0.0601
  combPwrFrac_pct: 100.0
  sequentialPowerShare_pct: 0
  switching_share_pct: 28.6
synth:
  yosysTopAreaCellShare_pct: 27.9
  synth_cell_type_count: 14
  avgSynthCellArea_um2: 9.31
  yosysWarnings: 0
  synth_area_mm2: 0.00172
  top_cells_by_area: "mux2_4, o221ai_2, mux2i_1"
  top_cell: "nand2_1"
  netlist.top_cell.by_area: "mux2_4"
  top_cells_by_count: "nand2_1, mux2_4, mux2i_1"
  yosys_area_mm2: 0.00172
  synth_cells: 185
  ys_seq_share_pct: 0
  ys_cells: 185
timing:
  finalSetupViolCount: 0
  tightest_slew_ns: 0.763
  rsz0062_at_grt: "false"
  fmax_ghz: 0.195
  hold_violations: 0
  tns_ns: 0
  whs_ns: 3.88
  slew_viol_final: 0
  period_used_pct: 70.3
  max-slew-margin-rel_pct: 49.1
  fin_crit_ns: 5.13
floorplanning:
  fp_util_pct: 33.1
  row_count: 26
  die_y_um: 94
  coreArea_mm2: 0.00520
  die_area_mm2: 0.00884
  die_x_um: 94
  io_pins: 195
hold_path:
  holdPathEnd: "OUT[15]"
  worstHoldPathCells: 4
  worstHoldStart: "select[0]"
  min_path_type: "input pin to primary output"
cts:
  ctsResizeCount: 0
  cts_setup_buffers: 0
  hold_buffers: 0
grt:
  grt_overflow_total: 0
  grt_max_degree: 55
  grtUsageTotal_pct: 17.0
  grt_pass1_wl_mm: 12.0
  first_global_vias: 2156
  antenna_found_initial: 0
placement:
  numPortBuffers: 195
  place_congestion: 0.798
  hpwlAfterDp_mm: 6.96
job:
  cap_violations: 0
  openroad.warnings: 33
## cell families (layout without fill, tap and decap cells)
family / count (synthesis) / after routing / share of synthesized area (%)
buf+inv: 22 / 199 / 10.9
mux: 64 / 64 / 46.5
compound gates: 32 / 32 / 27.5
simple gates: 67 / 67 / 15.0
## area by class of cell
class / instances / area [um2]
fillers: 448 / 1600
multi-input cells: 163 / 1540
well taps: 70 / 87.6
repair buffers: 199 / 1980
## worst max-delay path by stage
| stage | to | cells past startpoint | slack, ns |
|---|---|---|---|
| after CTS | OUT[14] | 6 | 2.17 |
| final | OUT[14] | 6 | 2.17 |
| after global routing | OUT[11] | 6 | 2.05 |
## through the flow
stage / util (%) / instance area (um2) / setup WS (ns) / cells / power (mW)
2_1_floorplan: - / 1720 / 3.68 / 185 / 0.0881
5_1_grt: 69.3 / 3610 / 2.05 / 432 / 0.226
4_1_cts: 69.3 / 3610 / 2.17 / 432 / 0.213
6_report: 69.3 / 3610 / 2.17 / 432 / 0.210
3_3_place_gp: 69.3 / 3610 / 2.18 / 432 / 0.211
3_5_place_dp: 69.3 / 3610 / 2.18 / 432 / 0.212
## power groups by stage
stage     Sequential (mW)  Clock [mW]  Combinational, mW
6_report                0           0              0.210
5_1_grt                 0           0              0.226
4_1_cts                 0           0              0.213
## layout by cell type (no fill, tap or decap)
| master | instances |
|---|---|
| buf_4 | 5 |
| clkdlybuf4s50_1 | 194 |
| mux2_4 | 32 |
| mux2i_1 | 32 |
| nand2_1 | 64 |
| nand2b_2 | 1 |
| nor2b_2 | 1 |
| o221ai_1 | 1 |
| o221ai_2 | 31 |
| or2_2 | 1 |
## per-layer routing
| metal | up-vias | global-route usage, % | routed length [um] |
|---|---|---|---|
| met3 | 2 | 5.01 | 653 |
| met1 | 907 | 18.8 | 3030 |
| met4 | 0 | 0.506 | 26 |
| li1 | 1053 | - | - |
| met2 | 89 | 32.7 | 4360 |
| met5 | - | 0 | 0 |
Power is estimated from default activity; no workload was simulated.
