## design/flow/config.mk

```make
export PLATFORM = sky130hd
export DESIGN_NAME = Multiplexer6
export DESIGN_NICKNAME = Multiplexer6
export VERILOG_FILES = /design/flow/design.v
export SDC_FILE = /design/flow/constraint.sdc
export NUM_CORES = 4
export LEC_CHECK = 1
export CORE_AREA = 10 10 100 100
export DIE_AREA = 0 0 110 110
```

## design/flow/constraint.sdc

```tcl
current_design Multiplexer6

set clk_period 7.4
set clk_io_pct 0.2

create_clock -name clk0 -period $clk_period

set non_clock_inputs [all_inputs -no_clocks]
set_input_delay [expr $clk_period * $clk_io_pct] -clock clk0 $non_clock_inputs
set_output_delay [expr $clk_period * $clk_io_pct] -clock clk0 [all_outputs]
```

## design/flow/design.v

```verilog
`timescale 1ns / 1ps
module Multiplexer6( 
	input [2:0] select,
	input [31:0] IN1,
	input [31:0] IN2,
	input [31:0] IN3,
	input [31:0] IN4,
	input [31:0] IN5,
	input [31:0] IN6,
	output [31:0] OUT
    );
	assign OUT =(select==3'b001)?IN1:
					(select==3'b010)?IN2:
					(select==3'b011)?IN3:
					(select==3'b100)?IN4:
					(select==3'b101)?IN5:
					(select==3'b110)?IN6:32'b0;
endmodule
```

## design/flow/run.sh

```bash
#!/bin/bash
# OpenROAD 26Q1-2900-gdf79404cd8, Yosys 0.63+post, stock flow scripts
make -C /OpenROAD-flow-scripts/flow DESIGN_CONFIG=/design/flow/config.mk WORK_HOME=/design/flow/orfs finish
```

==> impl_metrics.toml <==
# flow metrics
[run_status]
status = "finished clean"

[drt]
dr.pass1.iters = 3
wirelength_mm = 9.57
vias_per_cell = 4.54
ant_nets = 0
drtIter0Drc = 42
drc = 0
num_vias = 2234
post_drt_wl_per_cell_um = 19.5
n_antenna_cell = 0

[final_timing]
post-route-period-util = 0.669
hold_viol_final = 0
fin_tns_setup_ns = 0
holdWs_ns = 3.95
max_slew_margin = 0.578
worst_pin_slew_ns = 0.634
slew_viol_final = 0
setup_viol = 0
rsz0062_at_grt = "no"
fmax_ghz = 0.202
fin_crit_ns = 4.95

[power]
power.density_mw_per_mm2 = 54.8
leakage_nw = 1.60
vdd_drop_max_mv = 0.0361

[clocking]
cts_resized = 0
cts-hold-fix-buffers = 0
postCtsSetupRepairBufs = 0

[logic_synthesis]
synth-compound-area-share = 0
syn-cell-area_mm2 = 0.00204
top_cell_area_share = 0.353
postSynthCellCount = 181
yosysSeqAreaShare = 0
ys_area_mm2 = 0.00204
logic_family = "multiplexers"
syn_avg_cell_area_um2 = 11.3
ys_cells = 181
ys_warn_count = 0
yosysTopAreaCell = "mux4_2"
adder_share = 0
simple_gate_share = 0.196
xor_area_frac = 0
topCellsByArea = "mux4_2 35%, mux2_1 22%, mux2_4 12%, and2_1 9.8%, nor2b_1 9.8%"
synth_cell_types = 10
ys_sh_mux = 0.736

[grt]
overflow = 0
grt_util_all_layers = 0.147
globalRouteMet2Util = 0.267
grtUsageMet1 = 0.159
grt_pass1_vias = 2420
busiest_layer = "met2"
grt_first_pass_wirelength_mm = 13.5
antenna_found_initial = 0
grtUsageMet3 = 0.0705
grt_max_degree = 119

[cells_and_area]
seq_cells = 0
final_cells = 492
drive_above_1_share = 0.156
syn_to_final_growth_pct = 112
clkbuf_count = 0
flop_area_um2 = 0
num-fill-cells = 723

[placement]
dp_hpwl_mm = 8.16
numPortBuffers = 227
dpl.cell_count = 492
gp_congestion = 0.819

[floorplanning]
ios = 227
dieWidth_um = 110
core_area_mm2 = 0.00781
rows = 32
dieArea_mm2 = 0.0121
die_y_um = 110
floorplanUtilization = 0.261

[worst_setup_path]
worstPathRequired_ns = 5.92
critPathKind = "in -> out"
cp_max_fo = 118
cp.arrival_ns = 3.47
critPathCaptureType = "primary output"
cp-start-kind = "input pin"

[job]
cap_violations = 0
openroad.warnings = 35

[hold_path]
holdCritPathClass = "in -> out"
## routing by layer
metal	vias up	wire, um
li1	1100	-
met1	1010	3250
met2	120	4990
met3	4	1250
met4	0	81
met5	-	0
## power by group
part | total, mW | internal, mW | switching (mW)
logic | 0.237 | 0.185 | 0.0527
registers | 0 | 0 | 0
clock network | 0 | 0 | 0
total | 0.237 | 0.185 | 0.0527
## cell families after synthesis
logic type             count (synthesis)
multiplexers                          96
AND/OR/NAND/NOR                       64
buffers and inverters                 21
## worst max-delay path, stage by stage
cell and delay [ns]:
buf_4 0.18, buf_12 0.41, mux2_2 0.40, mux4_2 0.46, clkdlybuf4s50_1 0.45
## synth_stat cells
library cell   n
mux2_1        40
and2_1        32
mux4_2        32
nor2b_1       32
mux2_4        16
clkbuf_1      10
mux2_2         8
buf_6          7
buf_2          3
buf_4          1
## cell usage in the layout, fill, tap and decap left out, drive strengths merged
master,n
and2,32
buf,5
clkdlybuf4s50,225
mux2,64
mux4,32
nor2b,32
## path summary, 6_finish.rpt
| path | cells past startpoint | from | end | slack, ns |
|---|---|---|---|---|
| setup / recovery | 5 | select[1] | OUT[13] | 2.45 |
| hold / removal | 4 | select[1] | OUT[14] | 3.95 |
## per-stage QoR
step / area (um2) / setup WS, ns / util / total power, mW
after global placement: 4330 / 2.46 / 0.554 / 0.240
after global routing: 4330 / 2.36 / 0.554 / 0.256
after detailed placement: 4330 / 2.46 / 0.554 / 0.241
final: 4330 / 2.45 / 0.554 / 0.237
after floorplan: 2040 / 3.43 / - / 0.0906
after CTS: 4330 / 2.45 / 0.554 / 0.242
## final cells by class
cell class | instances | area [um2] | area share
Tap cell | 102 | 128 | 0.0295
Timing Repair Buffer | 230 | 2300 | 0.531
Multi-Input combinational cell | 160 | 1900 | 0.439
Power is estimated from default activity; no workload was simulated.
