==> design.v <==
`timescale 1ns / 1ps
module ByteExtender(
	input [1:0]  BExtMode,
	input [31:0] ByteData,
	output reg [31:0] ExtRead
    );
	always@(*) begin
		case(BExtMode)
			2'b01: ExtRead<={{24{ByteData[7]}},ByteData[7:0]}; 
			2'b10: ExtRead<={{16{ByteData[15]}},ByteData[15:0]}; 
			default: ExtRead<=ByteData; 
		endcase
	end
endmodule
==> run.sh <==
#!/bin/bash
# OpenROAD 26Q1-2900-gdf79404cd8, Yosys 0.63+post, stock flow scripts
make -C /OpenROAD-flow-scripts/flow DESIGN_CONFIG=/design/flow/config.mk WORK_HOME=/design/flow/orfs finish
==> config.mk <==
export PLATFORM = sky130hd
export DESIGN_NAME = ByteExtender
export DESIGN_NICKNAME = ByteExtender
export VERILOG_FILES = /design/flow/design.v
export SDC_FILE = /design/flow/constraint.sdc
export NUM_CORES = 4
export LEC_CHECK = 1
export CORE_AREA = 10 10 70 70
export DIE_AREA = 0 0 80 80
==> constraint.sdc <==
current_design ByteExtender

set clk_period 2.4
set clk_io_pct 0.2

create_clock -name clk0 -period $clk_period

set non_clock_inputs [all_inputs -no_clocks]
set_input_delay [expr $clk_period * $clk_io_pct] -clock clk0 $non_clock_inputs
set_output_delay [expr $clk_period * $clk_io_pct] -clock clk0 [all_outputs]
==> flow_summary.json <==
{
  "rows": 21,
  "grt_pass1_vias": 566,
  "p_leak_nw": 0.5156,
  "worst_pin_slew_ns": 0.2292,
  "ys_cells": 60,
  "ios": 66,
  "rsz0062_at_grt": "false",
  "synth_top_area_share": 0.2126,
  "routed_via_density": 3.410,
  "finalSetupViolCount": 0,
  "area_growth_pct": 164.5,
  "seqCellArea_sq_um": 0,
  "ir_drop_mv": 0.05133,
  "cp_cell_sequence": "buf_2 > buf_6 > ha_4 > a221oi_4 > buf_6 > buf_16 > a21oi_2 > clkdlybuf4s50_1",
  "seq_cells": 0,
  "ant_nets": 0,
  "clock_buffers": 0,
  "start_kind": "input pin",
  "coreArea_sq_um": 3416,
  "ys.warnings.count": 1,
  "grt-ovfl-total": 0,
  "dpl.hpwl_um": 1430,
  "dieArea_sq_um": 6400,
  "comb_area_sq_um": 250.2,
  "dr.pass1.iters": 3,
  "common_cells": "inv_1 (18), a21oi_1 (16), a21o_1 (8), buf_4 (8), buf_6 (3)",
  "worst_path_most_repeated_cell": "buf_6",
  "grt_pass1_wl_um": 2746,
  "ys_seq_share": 0,
  "vias": 532,
  "syn_area_sq_um": 376.6,
  "slowest_delay_ns": 0.41,
  "crit_path_end_kind": "primary output",
  "wl_per_cell_um": 11.73,
  "die_w_um": 80,
  "drc": 0,
  "top_cell": "inv_1",
  "p_per_area_nw_per_um2": 237.3,
  "slew_viol_final": 0,
  "finalHoldViolCount": 0,
  "grt_max_degree": 15,
  "layout-drive-gt1-share": 0.2091,
  "fp.dieH_um": 80,
  "antenna_found_initial": 0,
  "relSlewSlack": 0.8472,
  "crit_fanout": 4,
  "maxCapViolCount": 0,
  "yosysTopAreaCell": "a21oi_1",
  "finalWorstPathRequiredPeriod_ns": 2.298,
  "grt.total_usage": 0.05080,
  "hold_path.class": "in2out",
  "yosysUniqueCellTypes": 11,
  "cp_top_family": "buffers and inverters",
  "openroad.warnings": 33,
  "fillers": 372,
  "cp.required_ns": 1.92,
  "fin_crit_sh": 0.9575,
  "wl_um": 1830,
  "ys_area_sq_um": 376.6,
  "portBuffers": 52,
  "outcome": "finished, final reports clean",
  "criticalPathCategory": "in2out",
  "syn_area_per_cell_sq_um": 6.277,
  "max_freq_ghz": 0.4351,
  "syn_inst": 60,
  "hold_slack_ns": 0.9600,
  "fin_util": 0.2916,
  "worstPathArrival_ns": 1.82,
  "path_buffers": 5,
  "n_antenna_cell": 0,
  "drtIter0Drc": 10,
  "top_cells_by_area": "a21oi_1 (21%), inv_1 (18%), a21o_1 (16%)",
  "fp-utilization": 0.1103,
  "cp_slowest_cell": "clkdlybuf4s50_1",
  "place_congestion": 0.7965
}
==> what timing repair did <==
item                       in CTS  in global routing
gates resized                  36                  4
hold buffers                    0                  0
setup endpoints to repair      24                 23
cloned                          1                  0
pin swaps                       2                  1
setup buffers                   4                  0
==> power by group <==
part           switching, mW  internal, mW  total (mW)
registers                  0             0           0
clock network              0             0           0
logic                 0.0712         0.165       0.236
total                 0.0712         0.165       0.236
==> stage by stage <==
step                      setup TNS (ns)  setup WS [ns]  instance area (sq um)  instances  total power [mW]
final                                  0         0.1019                  996.0        156            0.2364
after global routing                   0        0.04661                  996.0        156            0.2587
after CTS                              0       0.001735                  999.7        156            0.2395
after detailed placement          -9.588        -0.4687                  909.6        151            0.2218
after global placement            -9.146        -0.4446                  909.6        151            0.2206
after floorplan                        0         0.5136                  376.6         60           0.06763
==> cell type report <==
cell class	instances	area share
inverters	18	0.06784
multi-input cells	29	0.2513
well taps	46	0.05779
repair buffers	63	0.6231
==> per-layer routing <==
| metal | global-route usage | routed length, um | vias to the layer above |
|---|---|---|---|
| met5 | 0 | 0 | - |
| met4 | 0.001761 | 0 | 0 |
| met3 | 0.02159 | 274 | 0 |
| met2 | 0.07945 | 719 | 36 |
| met1 | 0.06658 | 836 | 215 |
| li1 | - | - | 281 |
==> cells in the final DEF, fill, tap and decap left out, types with 2 or more instances in the layout <==
master           instances
ha_4                     2
clkdlybuf4s50_1         34
dlygate4sd2_1           16
buf_4                    5
a21o_1                   8
inv_1                   17
a21oi_2                  4
a21oi_1                 12
buf_6                    4
==> kinds of logic (layout without fill, tap and decap cells) <==
| family | Yosys count | after routing | share of synthesized area |
|---|---|---|---|
| adder cells (fa/ha/maj) | 2 | 2 | 0.06643 |
| buffers and inverters | 31 | 81 | 0.4518 |
| AND-OR/OR-AND | 25 | 25 | 0.4419 |
| AND/OR/NAND/NOR | 2 | 2 | 0.03988 |
==> path summary, 6_finish.rpt <==
path | from | endpoint | slack (ns) | cells after the start
max | BExtMode[0] | ExtRead[28] | 0.10 | 8
min | ByteData[0] | ExtRead[0] | 0.96 | 0
No activity file was given, so power comes from the tool's default toggle rates.
